`flow/design.v`:
```
module Datapath #(parameter DATA_WIDTH = 8) (
    input logic clk,
    input logic reset,
    input logic [DATA_WIDTH-1:0] data1,
    input logic [DATA_WIDTH-1:0] data2,
    output logic [DATA_WIDTH-1:0] swap_data1,
    output logic [DATA_WIDTH-1:0] swap_data2,
    output logic swap
);
    always_comb begin
        if (data1 > data2) begin
            swap = 1;
            swap_data1 = data2;
            swap_data2 = data1;
        end else begin
            swap = 0;
            swap_data1 = data1;
            swap_data2 = data2;
        end
    end
endmodule
```
`flow/run.sh`:
```
#!/bin/bash
# OpenROAD 26Q1-2900-gdf79404cd8, Yosys 0.63+post, stock flow scripts
make -C /OpenROAD-flow-scripts/flow DESIGN_CONFIG=/design/flow/config.mk WORK_HOME=/design/flow/orfs finish
```
`flow/config.mk`:
```
export PLATFORM = sky130hd
export DESIGN_NAME = Datapath
export DESIGN_NICKNAME = Datapath
export VERILOG_FILES = /design/flow/design.v
export SDC_FILE = /design/flow/constraint.sdc
export NUM_CORES = 4
export LEC_CHECK = 1
export CORE_AREA = 10 10 70 70
export DIE_AREA = 0 0 80 80
```
`flow/constraint.sdc`:
```
current_design Datapath

set clk_period 5.9
set clk_io_pct 0.2

create_clock -name clk0 -period $clk_period

set non_clock_inputs [all_inputs -no_clocks]
set_input_delay [expr $clk_period * $clk_io_pct] -clock clk0 $non_clock_inputs
set_output_delay [expr $clk_period * $clk_io_pct] -clock clk0 [all_outputs]
```
==> flow_summary.json <==
{
  "grt_overflow": 0,
  "outcome": "complete, no violations",
  "dpl.hpwl_um": 1220,
  "cp.arrival_ns": 3.97,
  "num_io_pins": 35,
  "drc": 0,
  "numPortBuffers": 33,
  "vdd_drop_max_v": 0.0000334,
  "antenna_found_initial": 0,
  "p_leak_nw": 0.374,
  "aoi_share_pct": 14.3,
  "setup_viol": 0,
  "fillers": 373,
  "wire_per_inst_um": 11.0,
  "ys_seq_share_pct": 0,
  "cts_hold_buf": 0,
  "syn_to_final_growth_pct": 80.9,
  "drive_above_1_share_pct": 27.3,
  "slowest_stage": "o32ai_4",
  "grt_pass1_wl_um": 2080,
  "yosys_area_um2": 464,
  "post_cts_buffers": 0,
  "row_count": 21,
  "drt-pass1-iter-count": 2,
  "grt_max_degree": 10,
  "pre_cts_ws_ns": 0.736,
  "drtIter0Drc": 8,
  "critPathLaunchType": "input pin",
  "cp_num_buf_inv": 4,
  "die-area_um2": 6400,
  "fin_ws_ns": 0.748,
  "routed_wl_um": 1350,
  "final_cell_mix": "clkdlybuf4s50_1, inv_1, mux2_4, ha_1, mux2_2",
  "path_common_cell": "clkdlybuf4s50_1",
  "cp_max_fo": 9,
  "regArea_um2": 0,
  "synth-warning-count": 1,
  "fp-utilization_pct": 13.6,
  "core-area_um2": 3420,
  "required_ns": 4.72,
  "final_hold_viol_count": 0,
  "crit_cells": 10,
  "clock.fmax_mhz": 194,
  "vias": 427,
  "crit_chain": "clkdlybuf4s50_1 -> inv_1 -> ha_1 -> nor2b_4 -> o211ai_2 -> a21oi_2 -> o32ai_4 -> buf_4 -> mux2_2 -> clkdlybuf4s50_1",
  "flops": 0,
  "rsz0062_at_grt": "no",
  "logic_family": "multiplexers",
  "cts_resized": 0,
  "mux_share_pct": 46.1,
  "synth_cell_types": 14,
  "yosysCellCount": 44,
  "ys_sh_adder_pct": 21.6,
  "die_x_um": 80,
  "period_used_pct": 87.3,
  "tool_warnings": 34,
  "slowest_delay_ns": 0.53,
  "slew_headroom_pct": 63.3,
  "die_h_um": 80,
  "hold_path.class": "in -> out",
  "tightest_slew_ns": 0.551,
  "synthSimpleGateAreaFrac_pct": 6.47,
  "antenna_cells": 0,
  "gp_congestion": 0.740,
  "xor_share_pct": 0,
  "clock_buffers": 0,
  "cpLargestDelayFamily": "buffers and inverters",
  "lay_top_count": "clkdlybuf4s50_1",
  "cp-end-kind": "output port",
  "grt_usage_pct": 3.88,
  "vias_per_cell": 3.47,
  "drv_slew": 0,
  "syn_inst": 44,
  "tns_ns": 0,
  "ant_nets": 0,
  "avgSynthCellArea_um2": 10.5,
  "grt_pass1_vias": 455,
  "post-route-min-period_ns": 5.15,
  "min_path_cells": 3,
  "powerDensity_nw_per_um2": 97.5,
  "syn-cell-area_um2": 464,
  "max_cap_viol_count": 0,
  "worstSetupPathType": "in -> out"
}
power breakdown:
part | internal [mW] | switching, mW
Sequential | 0 | 0
Clock | 0 | 0
Combinational | 0.0578 | 0.0241
Total | 0.0578 | 0.0241
synth_stat cells:
cell	instances	area [µm²]
a21oi_2	1	8.76
ha_1	8	100
a211oi_1	1	7.51
mux2_4	9	135
o211ai_2	1	12.5
o21ai_0	1	5.00
nor2_1	1	3.75
nor2b_4	1	13.8
buf_12	1	20.0
inv_1	9	33.8
o32ai_4	1	27.5
a21oi_1	1	5.00
mux2_2	7	78.8
nand4_1	2	12.5
final timing paths:
kind,from,to,slack [ns]
setup / recovery,data2[1],swap_data2[0],0.75
hold / removal,data2[4],swap_data1[4],3.45
per-stage QoR:
step           util (%)  power, mW  hold slack [ns]  instances  cell area [µm²]
4_1_cts            24.6     0.0839             3.46        123              840
6_report           24.6     0.0818             3.45        123              840
3_3_place_gp       24.6     0.0827             3.45        123              840
2_1_floorplan         -     0.0403             2.46         44              464
3_5_place_dp       24.6     0.0834             3.45        123              840
5_1_grt            24.6     0.0894             3.48        123              840
cell type report:
type / instances / area, µm² / area share, %
inverters: 9 / 33.8 / 4.02
multi-input cells: 34 / 410 / 48.9
repair buffers: 34 / 338 / 40.2
well taps: 46 / 57.6 / 6.86
cell families after synthesis:
| logic type | count (synthesis) |
|---|---|
| compound gates | 6 |
| fa+ha+maj | 8 |
| buf+inv | 10 |
| mux | 16 |
| simple gates | 4 |
worst min-delay path: stages:
cell	delay [ns]
clkdlybuf4s50_1	0.49
mux2_4	0.14
clkdlybuf4s50_1	0.45
metal layers:
| metal | up-vias | global-route usage (%) | part of all wire [%] |
|---|---|---|---|
| met5 | - | 0 | 0 |
| met4 | 0 | 0 | 0 |
| met3 | 0 | 1.82 | 15 |
| met2 | 24 | 5.94 | 38 |
| met1 | 176 | 5.14 | 46 |
| li1 | 227 | - | - |
Power is estimated from default activity; no workload was simulated.
