[flow/design.v]
module controller (
    input wire clk,          
    input wire rst,          
    input wire start,        
    input wire AgtB,         
    input wire zi,           
    input wire zj,           
    output wire Wr,          
    output wire Li,          
    output wire Ei,          
    output wire Lj,          
    output wire Ej,          
    output wire EA,          
    output wire EB,          
    output wire Bout,        
    output wire Csel,        
    output wire done         
);
    reg [2:0] state;  
    localparam S0 = 3'b000,
               S1 = 3'b001,
               S2 = 3'b010,
               S3 = 3'b011,
               S4 = 3'b100,
               S5 = 3'b101,
               S6 = 3'b110,
               S7 = 3'b111;
    always @(posedge clk or posedge rst) begin
        if (rst) begin
            state <= S0;  
        end else begin
            case (state)
                S0: if (start) state <= S1; else state = S0;     
                S1: state <= S2;                                 
                S2: state <= S3;                                 
                S3: if (AgtB) state <= S4;                       
                    else 
                        if (zj) 
                            if (zi)
                                state <= S7;
                            else 
                                state <= S1;
                        else
                            state <= S2;
                S4: state <= S5;                                 
                S5: state <= S6;                                 
                S6: if (zj) 
                        if (zi) 
                            state <= S7; 
                        else 
                            state <= S1;
                    else 
                        state <= S2;
                S7: if (start) state <= S0; else state <= S7;    
                default: state <= S0;                            
            endcase
        end
    end
    assign Wr = ((state == S4) || (state == S5)) ? 1'b1 : 1'b0;
    assign Li = (state == S0);
    assign Ei = (state == S0) || ((state == S6) && zj && !zi);
    assign Lj = (state == S1) ? 1'b1 : 1'b0;
    assign Ej = (state == S1) || ((state == S6) && !zj);
    assign EA = (state == S1) || (state == S6);
    assign EB = (state == S2);
    assign Bout = (state == S4);
    assign Csel = (state == S2) || (state == S5);
    assign done = (state == S7);
endmodule
module counter #(
    parameter N = 4  
)(
    input wire clk,
    input wire rst,
    input wire ld,         
    input wire en,         
    input wire [N-1:0] d,  
    output reg [N-1:0] q   
);
   always @(posedge clk) begin
    if (rst) begin
        q <= 0;  
    end else begin
        if (ld) begin
            q <= d;  
        end else if (en) begin
            q <= q + 1;  
        end
    end
end
endmodule
module datapath #( 
    parameter N = 8,  
    parameter L = 4   
) (
    input wire clk,            
    input wire rst,            
    input wire start,          
    input wire Rd,             
    input wire WrInit,         
    input wire [L-1:0] RAddr,  
    input wire [N-1:0] DataIn, 
    input wire Wr,             
    input wire Li,             
    input wire Ei,             
    input wire Lj,             
    input wire Ej,             
    input wire EA, EB,         
    input wire Csel,           
    input wire Bout,           
    output wire [N-1:0] DataOut,  
    output wire zi, 
    output wire zj,
    output wire AgtB
);
    localparam K = 16;
    wire [L-1:0] cntr_i, cntr_j, mux1_out, mux2_out, addr;
    wire [N-1:0] regA_out, regB_out, mux3_out, mux4_out, ABmux, din, Mij;
    wire we;
    counter #(.N(L)) counter_inst1 (.clk(clk), .rst(rst), .ld(Li), .en(Ei), .d({L{1'b0}}), .q(cntr_i));
    assign zi = (cntr_i == K-2) ? 1'b1 : 1'b0;
    counter #(.N(L)) counter_inst2 (.clk(clk), .rst(rst), .ld(Lj), .en(Ej), .d(cntr_i + 1), .q(cntr_j));
    assign zj = (cntr_j == K-1) ? 1'b1 : 1'b0;
    assign mux1_out = (Csel == 1'b0) ? cntr_i : cntr_j;
    assign mux2_out = (start) ? mux1_out : RAddr;
    assign mux3_out = (start == 1'b0) ? DataIn : ABmux;
    assign mux4_out = (Bout == 1'b0) ? regA_out : regB_out;
    assign addr = mux2_out;
    assign din = mux3_out;
    assign ABmux = mux4_out;
    assign we = WrInit | Wr;
    RAM #(.addr_width(L), .data_width(N)) RAM_inst (.clk(clk), .rst(rst), .we(we), .addr(addr), .din(din), .dout(Mij));
    regn #(.N(N)) reg_A (.clk(clk), .rst(rst), .en(EA), .d(Mij), .q(regA_out));
    regn #(.N(N)) reg_B (.clk(clk), .rst(rst), .en(EB), .d(Mij), .q(regB_out));
    assign AgtB = (regA_out > regB_out);
    assign DataOut = (Rd) ? Mij : {N{1'bz}};
endmodule
module RAM #(
    parameter addr_width = 2,   
    parameter data_width = 8    
)(
    input wire clk,                      
    input wire rst,                      
    input wire we,                       
    input wire [addr_width-1:0] addr,    
    input wire [data_width-1:0] din,     
    output wire [data_width-1:0] dout    
);
    reg [data_width-1:0] ram_memory [0:(2**addr_width)-1];
    reg [addr_width-1:0] addr_reg;
    integer i;
    always @(posedge clk) begin
        if (rst) begin
            for (i = 0; i < (2**addr_width); i = i + 1) begin
                ram_memory[i] <= 0;
            end
        end else if (we) begin
            ram_memory[addr] <= din;  
        end
        addr_reg <= addr;             
    end
    assign dout = ram_memory[addr_reg];
endmodule
module regn #(parameter N = 16) (  
    input wire clk,                
    input wire rst,                
	input wire en,
    input wire [N-1:0] d,          
    output reg [N-1:0] q           
);
    always @(posedge clk or posedge rst) begin
        if (rst) begin
            q <= 0;  
        end else if (en) begin
            q <= d;  
        end
    end
endmodule
module sorting_top #(
    parameter N = 8,
    parameter L = 4
)(
    input wire clk,
    input wire rst,
    input wire Rd,
    input wire WrInit,
    input wire [L-1:0] RAddr,
    input wire [N-1:0] DataIn,
    input wire start,
    output wire [N-1:0] DataOut,
    output wire done
);
    wire Wr, Li, Ei, Lj, Ej, EA, EB, Csel, Bout;
    wire zi, zj, AgtB;
    datapath #(.N(N), .L(L)) dp (
        .clk(clk), .rst(rst), .start(start), .Rd(Rd), .WrInit(WrInit), .RAddr(RAddr), .DataIn(DataIn),
        .Wr(Wr), .Li(Li), .Ei(Ei), .Lj(Lj), .Ej(Ej), .EA(EA), .EB(EB), .Csel(Csel), .Bout(Bout),
        .DataOut(DataOut), .zi(zi), .zj(zj), .AgtB(AgtB)
    );
    controller ctrl (
        .clk(clk), .rst(rst), .start(start), .AgtB(AgtB), .zi(zi), .zj(zj),
        .Wr(Wr), .Li(Li), .Ei(Ei), .Lj(Lj), .Ej(Ej), .EA(EA), .EB(EB), .Bout(Bout), .Csel(Csel), .done(done)
    );
endmodule
[flow/run.sh]
#!/bin/bash
# OpenROAD 26Q1-2900-gdf79404cd8, Yosys 0.63+post, stock flow scripts
make -C /OpenROAD-flow-scripts/flow DESIGN_CONFIG=/design/flow/config.mk WORK_HOME=/design/flow/orfs finish
[flow/config.mk]
export PLATFORM = sky130hd
export DESIGN_NAME = sorting_top
export DESIGN_NICKNAME = sorting_top
export VERILOG_FILES = /design/flow/design.v
export SDC_FILE = /design/flow/constraint.sdc
export NUM_CORES = 4
export LEC_CHECK = 1
export CORE_UTILIZATION = 40
[flow/constraint.sdc]
current_design sorting_top

set clk_period 6.2
set clk_io_pct 0.2

create_clock -name clk0 -period $clk_period [get_ports {clk}]

set non_clock_inputs [all_inputs -no_clocks]
set_input_delay [expr $clk_period * $clk_io_pct] -clock clk0 $non_clock_inputs
set_output_delay [expr $clk_period * $clk_io_pct] -clock clk0 [all_outputs]
==> flow.log <==
[metrics] run summary
[metrics] clock edge transition at the registers on the reported setup and hold paths: 0.06 ns
[metrics] most used routing layer: met2
[metrics] unrepaired setup endpoints after global routing: false
[metrics] and-or/or-and share of the synthesized area: 0.0501
[metrics] number of buffers created by CTS: 17
[metrics] simple share: 0.136
[metrics] Largest type area fraction: 0.505
[metrics] Worst Clk Skew: 0.00810 ns
[metrics] share of total power in combinational logic: 0.080
[metrics] endpoint required time on the critical path: 4.96 ns
[metrics] Net Sw Frac: 0.226
[metrics] count of different cell masters after synthesis: 45
[metrics] Tool Warnings: 27
[metrics] total cell area reported by yosys after synthesis: 7620 µm²
[metrics] Period minus WS final: 4.33 ns
[metrics] # resized after CTS: 0
[metrics] number of max-slew violations in the final report: 0
[metrics] Max Root-Sink Buffers: 2
[metrics] maximum capacitance violations: 0
[metrics] H-tree Lvls: 4
[metrics] CP max stage delay: 0.58 ns
[metrics] Vias: 4549
[metrics] final setup TNS: 0 ns
[metrics] critical-path maximum fanout: 32
[metrics] XOR-XNOR Cells, Area Fraction: 0.00460
[metrics] upper clock frequency limit: 0.231 GHz
[metrics] mean instance size in the synthesized netlist: 13.2 µm²
[metrics] met1 Resource Use GR: 0.278
[metrics] maximum number of pins on one net before global-route repair: 33
[metrics] clock share of power: 0.389
[metrics] number of nets with antenna violations after detailed routing: 0
[metrics] Critical Path Start Type: flip-flop
[metrics] DPL Wire Length: 10500 µm
[metrics] fraction of met3 tracks used by global routing: 0.0770
[metrics] count of final hold-check violations: 0
[metrics] Seq share, synth: 0.615
[metrics] Rows: 50
[metrics] Seq cells post-synth: 164
[metrics] worst-case hold slack: 0.529 ns
[metrics] antenna diode count: 0
[metrics] cell types with the highest counts after synthesis: 128 x sky130_fd_sc_hd__edfxtp_1, 127 x sky130_fd_sc_hd__nor2_1, 32 x sky130_fd_sc_hd__mux4_2, 25 x sky130_fd_sc_hd__buf_2
[metrics] first-pass GRT wire length: 25900 µm
[metrics] final routed wirelength across all metal layers: 16500 µm
[metrics] layout cell share with drive strength beyond 1: 0.195
[metrics] biggest area consumer among synthesized cells: sky130_fd_sc_hd__edfxtp_1
[metrics] Vias per Instance: 5.43
[metrics] number of enable-type register cells in the synthesized netlist: 128
[metrics] post-place instance area: 8030 µm²
[metrics] Flop pwr share: 0.531
[metrics] worst min path class: reg -> reg
[metrics] Top cells by area: sky130_fd_sc_hd__edfxtp_1 50%, sky130_fd_sc_hd__mux4_2 9.5%, sky130_fd_sc_hd__dfrtp_1 7.6%
[metrics] fraction of registers with async set or reset after synthesis: 0.146
[metrics] critical setup path kind: reg -> out
[metrics] number of hold-repair buffers added at the cts stage: 0
[metrics] multiplexer area fraction after synthesis: 0.141
[metrics] antenna violations before repair: 0
[metrics] Yosys warning total: 6
[metrics] average detailed-routed wire length per instance: 19.7 µm
[metrics] Port-buffer cells: 24
[metrics] power density over the cells: 272 nW/µm²
[metrics] CTS Root Buffer Type: sky130_fd_sc_hd__clkbuf_16
[metrics] CTS tree: built
[metrics] leakage power total: 3.00 nW
[metrics] Die Footprint: 19600 µm²
[metrics] yosys cell count: 576
[metrics] DRC Markers: 0
[metrics] initial DRC count: 269
[metrics] total power consumption of the routed design: 2.32 mW
[metrics] Post-Synthesis Cell Area: 7620 µm²
[metrics] run status: complete, no violations
[metrics] Design Area, Final: 8530 µm²
[metrics] endpoint type of the worst setup path: primary output
[metrics] aggregate global-route resource usage: 0.188
[metrics] final period utilization: 0.699
[metrics] height of the die: 140 µm
[metrics] pre-placement core utilization: 0.407
[metrics] Int Power: 1.79 mW
[metrics] IR drop worst, VDD: 0.184 mV
[metrics] area of the placeable core: 18700 µm²
[metrics] flip-flop cell with the highest count after synthesis: sky130_fd_sc_hd__edfxtp_1
[metrics] met2 usage in global routing: 0.283
[metrics] slowest cell on the critical path: sky130_fd_sc_hd__mux4_2
[metrics] data arrival time of the critical path: 3.09 ns
[metrics] Rel. slew slack: 0.496
[metrics] die outline width: 140 µm
[metrics] routability congestion estimate from global placement: 0.826
[metrics] Initial DRT Pass Iterations: 7
[metrics] total congestion overflow after global routing: 0
[metrics] total setup buffers inserted after CTS: 0
[metrics] Clock Latency Late Sink: 0.42 ns
[metrics] slew of the pin with the lowest slew margin: 0.754 ns
[metrics] total of fill cells in the finished design: 1606
[metrics] list of cells traversed by the critical path: buf_4, mux4_2, nor2b_1, a211oi_1, a21oi_1, clkdlybuf4s50_1
[metrics] final-report setup violation count: 0
[metrics] vias in the first global route: 4756
[metrics] cell with the most instances after synthesis: sky130_fd_sc_hd__edfxtp_1
[metrics] adder-cell share of the synthesized area: 0.0181
[metrics] Clock Sinks: 164
[metrics] growth of design area from synthesis to finish: 12.0%
[metrics] post-synthesis cell count: 576
[metrics] largest non-sequential cell family by area: multiplexers
[metrics] sw power: 523 µW
[metrics] number of ports placed on the die boundary: 26
## placed cells by master, fill, tap and decap left out, types with 2 or more instances in the layout
cell                              netlist  layout
sky130_fd_sc_hd__nor2b_1               12      12
sky130_fd_sc_hd__nand4_1                5       5
sky130_fd_sc_hd__nor3_1                 4       4
sky130_fd_sc_hd__a211oi_1              13      13
sky130_fd_sc_hd__inv_1                 10      10
sky130_fd_sc_hd__nor2_2                24      24
sky130_fd_sc_hd__dfrtp_1               23      23
sky130_fd_sc_hd__ha_1                  11      11
sky130_fd_sc_hd__nand2b_1               3       3
sky130_fd_sc_hd__mux2i_1               16      16
sky130_fd_sc_hd__a21oi_1               24      24
sky130_fd_sc_hd__clkinv_2               0       5
sky130_fd_sc_hd__mux4_2                32      32
sky130_fd_sc_hd__nor2_1               127     127
sky130_fd_sc_hd__buf_4                  3      14
sky130_fd_sc_hd__a31oi_1                2       2
sky130_fd_sc_hd__mux2_2                17      17
sky130_fd_sc_hd__a31oi_4                2       2
sky130_fd_sc_hd__clkinvlp_4             0       4
sky130_fd_sc_hd__nand3b_1               2       2
sky130_fd_sc_hd__a2111oi_0              3       3
sky130_fd_sc_hd__or3b_1                 7       7
sky130_fd_sc_hd__xor2_1                 2       2
sky130_fd_sc_hd__edfxtp_1             128     128
sky130_fd_sc_hd__xnor2_1                2       2
sky130_fd_sc_hd__clkbuf_16              0      17
sky130_fd_sc_hd__o21ai_0                4       4
sky130_fd_sc_hd__clkdlybuf4s50_1        0      24
sky130_fd_sc_hd__nand3_1                4       4
sky130_fd_sc_hd__a21o_1                 2       2
sky130_fd_sc_hd__or3_1                  8       8
sky130_fd_sc_hd__a22o_1                 2       2
sky130_fd_sc_hd__clkinv_1               2       6
sky130_fd_sc_hd__nand2_1               22      22
sky130_fd_sc_hd__dfxtp_1               12      12
## power by group through the flow
stage,combinational (mW),sequential [mW],clock [mW]
global route,0.201,1.23,0.964
finish,0.185,1.23,0.902
CTS,0.188,1.23,0.916
## sequential cells by signal (all words and copies together), names as in the netlist, named ones only
signal	cells
dp.reg_A.q	8
dp.reg_B.q	8
ctrl.state	7
dp.counter_inst1.q	4
dp.RAM_inst.ram_memory	128
dp.counter_inst2.q	4
## logic make-up after synthesis
| family | after synthesis |
|---|---|
| compound gates | 56 |
| xor+xnor | 4 |
| fa+ha+maj | 11 |
| buf+inv | 53 |
| flops | 164 |
| mux | 65 |
| simple gates | 223 |
## final cells by class
| cell class | instances | area (µm²) | area share |
|---|---|---|---|
| clock buffers | 18 | 429 | 0.0503 |
| clock inverters | 13 | 70.1 | 0.00822 |
| inverters | 12 | 45.0 | 0.00528 |
| multi-input cells | 359 | 2660 | 0.312 |
| flip-flops and latches | 164 | 4690 | 0.549 |
| well taps | 234 | 293 | 0.0343 |
| repair buffers | 38 | 345 | 0.0405 |
## worst paths after layout
| check | startpoint | to | slack (ns) | cells past startpoint |
|---|---|---|---|---|
| max in group asynchronous | rst | async pin | 4.05 | 3 |
| min reg2reg | dp.reg_A.q[0]$_DFFE_PP0P_ | dp.reg_A.q[0]$_DFFE_PP0P_ | 0.53 | 1 |
| min | dp.reg_A.q[0]$_DFFE_PP0P_ | dp.reg_A.q[0]$_DFFE_PP0P_ | 0.53 | 1 |
| min in group asynchronous | rst | ctrl.state[2]$_DFF_PP0_ | 1.85 | 3 |
| max | flip-flop | DataOut[6] | 1.87 | 6 |
| max reg2reg | ctrl.state[2]$_DFF_PP0_ | dp.RAM_inst.ram_memory[11][4]$_SDFFCE_PN0P_ | 3.09 | 5 |
## critical path, delay by kind of cell, from the launching register on
kind	cells	cell delay (ns)
AOI/OAI and AO/OA	2	0.72
buffers and inverters	2	0.91
and+or+nand+nor	1	0.15
muxes	1	0.58
DFF	1	0.31
## layer usage
metal	wire, µm	part of all wire	up-vias
met1	7080	0.43	2225
li1	-	-	2133
met3	1330	0.081	24
met2	7760	0.47	167
met4	307	0.019	0
met5	0	0	-
## metrics by stage
stage	instances	worst slack [ns]	utilization
6_report	838	1.87	0.456
5_1_grt	838	1.73	0.456
4_1_cts	838	1.86	0.456
3_5_place_dp	807	1.99	0.429
3_3_place_gp	807	2.02	0.429
2_1_floorplan	576	2.91	-
Power is estimated from default activity; no workload was simulated.
