[./design.v]
module Controller (
    input logic clk,
    input logic reset,
    input logic [3:0] i_count,
    input logic [3:0] j_count,
    input logic swap,
    output logic i_enable,
    output logic j_enable,
    output logic ram_we,
    output logic done
);
    parameter N = 8;  
    typedef enum logic [1:0] {
        IDLE,
        LOAD,
        COMPARE,
        SWAP
    } state_t;
    state_t state, next_state;
    always_ff @(posedge clk or posedge reset) begin
        if (reset)
            state <= IDLE;
        else
            state <= next_state;
    end
    always_comb begin
        next_state = state;
        i_enable = 0;
        j_enable = 0;
        ram_we = 0;
        done = 0;
        case (state)
            IDLE: begin
                if (!reset)
                    next_state = LOAD;
            end
            LOAD: begin
                i_enable = 1;
                if (i_count < N-1)
                    next_state = COMPARE;
                else
                    done = 1;
            end
            COMPARE: begin
                j_enable = 1;
                if (swap)
                    next_state = SWAP;
                else if (j_count < N-i_count-1)
                    next_state = COMPARE;
                else
                    next_state = LOAD;
            end
            SWAP: begin
                ram_we = 1;
                next_state = COMPARE;
            end
        endcase
    end
endmodule
[./run.sh]
#!/bin/bash
# OpenROAD 26Q1-2900-gdf79404cd8, Yosys 0.63+post, stock flow scripts
make -C /OpenROAD-flow-scripts/flow DESIGN_CONFIG=/design/flow/config.mk WORK_HOME=/design/flow/orfs finish
[./config.mk]
export PLATFORM = sky130hd
export DESIGN_NAME = Controller
export DESIGN_NICKNAME = Controller
export VERILOG_FILES = /design/flow/design.v
export SDC_FILE = /design/flow/constraint.sdc
export NUM_CORES = 4
export LEC_CHECK = 1
export CORE_AREA = 10 10 70 70
export DIE_AREA = 0 0 80 80
[./constraint.sdc]
current_design Controller

set clk_period 1.5
set clk_io_pct 0.2

create_clock -name clk0 -period $clk_period [get_ports {clk}]

set non_clock_inputs [all_inputs -no_clocks]
set_input_delay [expr $clk_period * $clk_io_pct] -clock clk0 $non_clock_inputs
set_output_delay [expr $clk_period * $clk_io_pct] -clock clk0 [all_outputs]
==> flow_summary.json <==
{
  "synth_area_per_cell_um2": 8.76,
  "largest_area_cell": "dfrtp_1",
  "die-height_um": 80,
  "path_cells": "buf_12 > inv_12 > ha_4 > nor2b_1 > a211oi_1 > o21ai_1 > xor2_1 > ha_1 > o211ai_1 > o21ai_1 > nand4_1 > a221o_1",
  "synth.cell_area_um2": 412,
  "drt-pass1-iter-count": 4,
  "ys.flops": 4,
  "yosys_cells": 47,
  "cp-end-kind": "flip-flop",
  "rows": 21,
  "grt_max_degree": 7,
  "placed_area_um2": 728,
  "largest-register": "state",
  "rsz0062_at_grt": "yes",
  "grt_pass1_vias": 438,
  "routed_via_density": 3.56,
  "register_area_um2": 101,
  "largest_registers": "state: 4 flops",
  "area_growth_pct": 100,
  "crit_path_top_delay_cell": "ha_1",
  "cts.reportedPaths.clkPinSlew_ps": 40,
  "drc": 0,
  "root_buffer": "clkbuf_4",
  "grt_pass1_wl_mm": 1.77,
  "initCoreUtil_pct": 12.1,
  "cts.sink_count": 4,
  "failed_checks": "negative setup slack",
  "hold-worst-slack_ps": 320,
  "fmax_mhz": 501,
  "leakage_nw": 0.362,
  "insertion_delay_ps": 240,
  "drive_gt1_share_pct": 41.3,
  "ys_warn_count": 1,
  "cts-htree-levels": 1,
  "critPathLaunchType": "input port",
  "final_cell_area_um2": 825,
  "cts_hold_buffers": 0,
  "hpwlAfterDp_um": 933,
  "post_drt_wl_per_cell_um": 8.63,
  "core-area_um2": 3420,
  "fin_crit_sh_pct": 133,
  "path_class": "input port to flip-flop",
  "maxCapViolCount": 0,
  "grt_overflow": 0,
  "setup_viol": 2,
  "gr-usage-all-layers_pct": 3.20,
  "synth_cell_types": 24,
  "cp.required_ps": 1620,
  "period_needed_ps": 1990,
  "logic_area_um2": 328,
  "drt-total-wl_mm": 1.09,
  "drt_iter0_markers": 11,
  "drv_slew": 0,
  "worst_slack_ps": -494,
  "synth_chip_area_um2": 412,
  "dp_slack_ps": -1340,
  "tool_warnings": 29,
  "powerDensity_nw_per_um2": 708,
  "worst-slew-pin-transition_ps": 217,
  "largest_reg_flops": 4,
  "ant_nets": 0,
  "min_path_type": "input port to asynchronous set/reset pin",
  "timing.slew.headroom_pct": 85.5,
  "antennaDiodeCount": 0,
  "io_buffers": 14,
  "critPathMostFrequentCell": "o21ai_1",
  "ioPinCount": 15,
  "critPathMaxStageDelay_ps": 300,
  "finalWeightedCongestion": 0.756,
  "hold_violations": 0,
  "num_vias": 448,
  "cts_tree": "built",
  "top_area_share_pct": 18.2,
  "clock_path_buffers": 2,
  "synth_cells": 47,
  "die-area_um2": 6400,
  "ys_seq_share_pct": 24.6,
  "path_max_fanout": 3,
  "dieWidth_um": 80,
  "status": "finished with violations",
  "num-fill-cells": 368,
  "ir_drop_mv": 0.185,
  "cp.arrival_ps": 2110,
  "cts_buffers": 3,
  "area_leaders": "dfrtp_1 (18%), ha_1 (15%), dfstp_2 (6.4%)",
  "grt_antenna_before_repair": 0,
  "skew_ps": 6.75
}
-- kinds of logic (layout without fill, tap and decap cells) --
group	count (synthesis)	in the layout	synth area share (%)
XOR/XNOR	2	2	4.26
buffers and inverters	5	38	5.77
flip-flops	4	4	24.6
AND/OR/NAND/NOR	20	20	31.6
AND-OR/OR-AND	11	11	18.5
adder cells (fa/ha/maj)	5	5	15.2
-- report_power, final --
| group | switching (W) | internal (W) | total (W) |
|---|---|---|---|
| registers | 0.0000162 | 0.000126 | 0.000143 |
| clock network | 0.0000456 | 0.0000999 | 0.000145 |
| logic | 0.0000990 | 0.000197 | 0.000296 |
-- cell type report --
cell class / count / area share [%]
Multi-Input combinational cell: 38 / 39.8
Clock buffer: 4 / 3.19
Tap cell: 46 / 6.98
Sequential cell: 4 / 12.3
Inverter: 4 / 3.95
Timing Repair Buffer: 30 / 33.8
-- timing repair --
action	CTS	global route
buffers inserted	2	2
endpoints found under the setup margin	5	4
gates resized	28	7
hold endpoints to repair	0	0
pin swaps	7	2
-- cells in the final DEF (no fill, tap or decap), types with 2 or more instances in the layout --
cell             netlist  layout
nor2_1                 3       3
buf_6                  0       4
a21oi_1                3       2
clkdlybuf4s50_1        0       6
buf_4                  0      13
dlygate4sd2_1          0       2
o21ai_1                0       2
nand2b_1               3       3
dfrtp_1                3       3
clkbuf_4               0       3
nor2b_1                3       3
xor2_1                 2       2
ha_1                   5       3
and4bb_1               2       2
inv_1                  4       2
-- layer usage --
metal | vias to the layer above | track usage, % | share of wire, %
met4 | 0 | 1.41 | 2.9
met5 | - | 0 | 0
li1 | 238 | - | -
met3 | 2 | 0.341 | 1.4
met2 | 7 | 5.78 | 50
met1 | 201 | 3.66 | 46
-- metrics by stage --
stage	utilization (%)	setup TNS (ps)	cells	power (W)
finish	24.1	-913	126	0.000584
CTS	23.2	-968	124	0.000577
detailed placement	21.3	-3410	119	0.000420
floorplan	-	-901	47	0.000235
global placement	21.3	-3300	119	0.000415
global route	24.1	-1130	126	0.000641
-- Yosys cell counts --
master / instances
nand2b_1: 3
and4bb_1: 2
nand4_1: 1
a21oi_1: 3
a221o_1: 1
xor2_1: 2
or2b_1: 1
dfstp_2: 1
nor2b_1: 3
inv_1: 4
o211ai_1: 1
o221ai_1: 1
dlygate4sd1_1: 1
nor3b_1: 1
nor3_1: 3
ha_1: 5
nand3b_1: 1
o21ai_0: 3
o31ai_2: 1
nor2_1: 3
or3_1: 1
a211oi_1: 1
and2_1: 1
dfrtp_1: 3
-- worst paths after layout --
check | from | end | slack (ps) | cells after the start
setup / recovery | i_count[0] | state[1] | -490 | 12
hold / removal | reset | state[2] | 320 | 2
setup reg to reg | state[1] | state[1] | 290 | 4
hold reg to reg | state[2] | state[2] | 550 | 2
max in group asynchronous | reset | state[0] | 940 | 2
min in group clk0 | state[2] | state[2] | 550 | 2
-- critical path: cells and delay by family --
family,cells,cell delay [ps]
AOI/OAI and AO/OA,5,800
xor gates and xnor gates,1,160
buffers and inverters,2,120
and+or+nand+nor,2,170
adders and majority gates,2,560
Power is estimated from default activity; no workload was simulated.
